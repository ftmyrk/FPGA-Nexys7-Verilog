## ./constraint.sdc

```tcl
current_design seven_segment_d

set clk_period 9.2
set clk_io_pct 0.2

create_clock -name clk0 -period $clk_period [get_ports {clk}]

set non_clock_inputs [all_inputs -no_clocks]
set_input_delay [expr $clk_period * $clk_io_pct] -clock clk0 $non_clock_inputs
set_output_delay [expr $clk_period * $clk_io_pct] -clock clk0 [all_outputs]
```

## ./config.mk

```make
export PLATFORM = sky130hd
export DESIGN_NAME = seven_segment_d
export DESIGN_NICKNAME = seven_segment_d
export VERILOG_FILES = /design/flow/design.v
export SDC_FILE = /design/flow/constraint.sdc
export NUM_CORES = 4
export LEC_CHECK = 1
export CORE_AREA = 10 10 99 99
export DIE_AREA = 0 0 109 109
```

## ./design.v

```verilog
`timescale 1ns / 1ps
module seven_segment_d(
    input [7:0] data,  
    input clk,         
    output reg [3:0] dig,  
    output reg [6:0] seg   
    );
    reg [3:0] hundreds;  
    reg [3:0] tens;      
    reg [3:0] ones;      
    reg[3:0] a=0;        
 parameter AN0=8'b11111110;      
 parameter AN1=8'b11111101;      
 parameter AN2 = 8'b11111011;    
 parameter AN3 = 8'b11110111;    
 parameter zero = 7'b1000000;   
 parameter one = 7'b1111001;    
 parameter two = 7'b0100100;    
 parameter three = 7'b0110000;  
 parameter four = 7'b0011001;   
 parameter five = 7'b0010010;   
 parameter six = 7'b0000010;    
 parameter seven = 7'b1111000;  
 parameter eigth = 7'b0000000;  
 parameter nine = 7'b0010000;   
    integer i;
always @(posedge clk) 
begin
hundreds=4'b0;
tens=4'b0;
ones=4'b0;
for(i=7;i>=0;i=i-1)  
begin
    if(hundreds>=5)hundreds=hundreds+3;
    if(tens>=5)tens=tens+3;
    if(ones>=5)ones=ones+3;
    hundreds=hundreds<<1;
    hundreds[0]=tens[3];
    tens=tens<<1;
    tens[0]=ones[3];
    ones=ones<<1;
    ones[0]=data[i];
end
if(a==4)         
a=0;            
else 
a<=a+1'd1; 
               case(a)  
3:begin  
                    case(hundreds [3:0])  
                    0 : seg <= zero;   
                    1 : seg <= one;  
                    2 : seg <= two;  
                    3 : seg <= three;  
                    4 : seg <= four;  
                    5 : seg <= five;  
                    6 : seg <= six;  
                    7 : seg <= seven;  
                    8 : seg <= eigth;  
                    9 : seg <= nine;  
                    default:seg <= 7'b1111111;  
                    endcase  
                    dig <= AN3;  
                 end  
2:begin  
                    case(tens [3:0])  
                    0 : seg <= zero;  
                    1 : seg <= one;  
                    2 : seg <= two;  
                    3 : seg <= three;  
                    4 : seg <= four;  
                    5 : seg <= five;  
                    6 : seg <= six;  
                    7 : seg <= seven;  
                    8 : seg <= eigth;  
                    9 : seg <= nine;  
                    default:seg <= 7'b1111111;  
                  endcase  
                    dig <= AN2;  
                 end
1:begin
                  case(ones [3:0])  
                    0 : seg <= zero;  
                    1 : seg <= one;  
                    2 : seg <= two;  
                    3 : seg <= three;  
                    4 : seg <= four;  
                    5 : seg <= five;  
                    6 : seg <= six;  
                    7 : seg <= seven;  
                    8 : seg <= eigth;  
                    9 : seg <= nine;  
                    default:seg <= 7'b1111111;  
                  endcase  
                     dig <= AN1;             
               end
0:begin
                       seg <= 7'b1000110; 
                        dig <= AN0; 
                        end
            endcase
            end      
endmodule
```

## ./run.sh

```bash
#!/bin/bash
# OpenROAD 26Q1-2900-gdf79404cd8, Yosys 0.63+post, stock flow scripts
make -C /OpenROAD-flow-scripts/flow DESIGN_CONFIG=/design/flow/config.mk WORK_HOME=/design/flow/orfs finish
```

==> flow report <==
============================================================================================
Status ........................................................................    completed
Mapped Avg Cell Area ..........................................................    8.12 um^2
CTS tree ......................................................................        built
Count of final hold-check violations ..........................................            0
Max Clk Rate ..................................................................      118 MHz
CP Class ...................................................................... primary input to flip-flop
CP Launch Type ................................................................ primary input
Source-to-sink clock delay at the later pin of the worst-skew pair ............       240 ps
Compound-gate portion of the synthesized area .................................        32.8%
Tmin final ....................................................................      8460 ps
# fillers .....................................................................          797
Pwr/cell area .................................................................  161 mW/mm^2
XOR Share, Synth ..............................................................        5.07%
Final tally of setup violations ...............................................            0
Crit path largest cell delay ..................................................       550 ps
Maximum number of pins on one net before global-route repair ..................           18
Register cell area after layout ...............................................     410 um^2
Total power ...................................................................       436 uW
Port Buffer Count .............................................................           19
Number of pins exceeding their max-slew limit in the final report .............            0
Final-layout setup total negative slack .......................................         0 ps
Routed vias ...................................................................         2232
Number of setup buffers added after CTS .......................................            0
Max VDD drop ..................................................................      50.2 uV
Num CTS Buffers ...............................................................            3
Floorplan Core Area ........................................................... 0.00773 mm^2
Number of H-tree levels .......................................................            1
Setup repair after global routing missed its margin ...........................           no
Mux share of post-synthesis cell area .........................................        5.96%
Count of warning messages emitted by the tools ................................           33
Post-detailed-placement half-perimeter wirelength .............................      4330 um
Basic-gate share of the synthesized area counting and, or, nand and nor cells .        23.2%
Final GP Congestion ...........................................................        0.946
Ports placed on the boundary ..................................................           20
Cell area after technology mapping ............................................ 0.00239 mm^2
Proportion of synthesized flip-flops having asynchronous set or reset .........           0%
Number of warnings printed during yosys synthesis .............................            1
Synthesis area per yosys ...................................................... 0.00239 mm^2
Clock-pin transition on the worst setup and hold timing paths .................        50 ps
Area added between synthesis and finish .......................................        12.8%
Detailed Routing Iterations Pass 1 ............................................            4
Vias in the first global route ................................................         2091
Total Routing Usage GR ........................................................        9.28%
DRC violations left ...........................................................            0
Number of flops mapped to enable cells by yosys ...............................           11
Primary FF master, synth ......................................................     edfxtp_1
Clk root buf ..................................................................     clkbuf_8
Comb gate area ................................................................ 0.00180 mm^2
Starting density of the core ..................................................        31.0%
Share of post-route cells with drive strength above 1 .........................        13.6%
Number of standard cells after synthesis ......................................          295
Worst-path maximum fanout .....................................................           11
Reported max-cap violation count ..............................................            0
Pleak .........................................................................     0.966 nW
Full die area .................................................................  0.0119 mm^2
Count of state elements after synthesis .......................................           15
Share of synthesized area occupied by flip-flops and latches ..................        17.1%
Number of clock sinks .........................................................           15
Number of rows in the core area ...............................................           32
Distinct cell type count after synthesis ......................................           81
Wire length of the first global-routing pass ..................................      9530 um
Adder Area Share ..............................................................        7.84%
Required time of the critical path ............................................      9150 ps
Final antenna diode count .....................................................            0
Actual slew at the worst max-slew pin .........................................       570 ps
Average vias per placed instance ..............................................         5.44
Wirelength per Cell ...........................................................      13.1 um
Buffers from clock root to sink, at most ......................................            2
Number of DRC markers in iteration 0 ..........................................          121
Yosys cell count ..............................................................          295
Sum of routed wire length over all layers .....................................      5390 um
Die outline height ............................................................       109 um
Arrival time at the worst endpoint ............................................      8410 ps
Skew final ....................................................................      1.95 ps
Type of destination of the critical path ......................................    flip-flop
Slew HR .......................................................................        61.0%
Hold/Removal Path Class ....................................................... flip-flop to flip-flop
Antenna violations before repair ..............................................            0
Antenna-violating nets left ...................................................            0
Leftover overflow at the end of global routing ................................            0
Die X .........................................................................       109 um
Dominant combinational family ................................................. AND-OR/OR-AND gates
Most Frequent Cell on Critical Path ...........................................         ha_1
CP max-delay cell ............................................................. clkdlybuf4s50_1
Share of the cycle needed by the critical path after routing ..................        91.9%
============================================================================================
cell type report:
type,instances,share of cell area (%)
flip-flops and latches,15,15.2
multi-input cells,240,66.5
clock buffers,4,1.67
well taps,102,4.72
repair buffers,24,8.43
inverters,25,3.47
logic make-up after synthesis:
family / after synthesis
and+or+nand+nor: 104
adders and majority gates: 15
buffers and inverters: 40
muxes: 12
AOI/OAI and AO/OA: 99
DFF: 15
xor gates and xnor gates: 10
worst max-delay path: cells and delay by family:
family,cells,cell delay (ps)
AND/OR/NAND/NOR,9,2130
multiplexers,1,80
buffers and inverters,2,710
XOR/XNOR,2,760
AND-OR/OR-AND,7,1400
adder cells (fa/ha/maj),5,1480
worst paths after layout:
path | slack (ps) | cells after the start | endpoint | start
min | 520 | 1 | a[0]$_DFF_P_ | a[2]$_DFF_P_
max reg2reg | 6750 | 10 | seg[2]$_DFFE_PP_ | a[0]$_DFF_P_
min reg2reg | 520 | 1 | a[0]$_DFF_P_ | a[2]$_DFF_P_
max | 740 | 26 | seg[4]$_DFFE_PP_ | data[6]
sequential cells by signal, indices dropped and copies added (netlist names):
| name | cells |
|---|---|
| seg | 7 |
| a | 4 |
| dig | 4 |
cells in the final DEF (no fill, tap or decap), types with 3 or more instances in the layout:
cell type	instances
o221ai_1	4
or3_1	3
a2111oi_0	5
a21oi_2	3
nor2b_1	3
mux2i_1	8
xnor2_1	7
o211ai_1	5
edfxtp_1	11
inv_1	23
ha_1	15
nand2_1	26
a211oi_2	3
o31ai_1	6
nor3_1	10
o311ai_1	3
nor2_1	24
nand4_1	4
o21ai_2	3
a21oi_1	19
buf_4	5
clkbuf_8	3
nand3_1	5
a31oi_1	3
and2_1	4
a211oi_1	5
dfxtp_1	4
o21ai_0	7
clkdlybuf4s50_1	19
cell usage after synthesis (5+ instances only):
| cell | instances | area (um^2) |
|---|---|---|
| nand2_1 | 26 | 97.6 |
| nor2_1 | 24 | 90.1 |
| inv_1 | 23 | 86.3 |
| a21oi_1 | 19 | 95.1 |
| ha_1 | 15 | 188 |
| edfxtp_1 | 11 | 330 |
| nor3_1 | 10 | 50.1 |
| mux2i_1 | 8 | 80.1 |
| o21ai_0 | 7 | 35.0 |
| xnor2_1 | 7 | 61.3 |
| a211oi_1 | 6 | 45.0 |
| o31ai_1 | 6 | 45.0 |
| a2111oi_0 | 5 | 43.8 |
| nand3_1 | 5 | 25.0 |
| o211ai_1 | 5 | 37.5 |
repair_timing:
action / CTS / global route
hold buffers: 0 / 0
gates resized: 0 / 1
setup endpoints to repair: 0 / 5
power by group:
part	total, mW	internal [mW]	switching [mW]
logic	0.307	0.125	0.182
clock network	0.0505	0.0306	0.0200
registers	0.0788	0.0788	0
total	0.436	0.234	0.202
through the flow:
step / setup slack, ps / instances / hold slack (ps) / utilization [%] / instance area [um^2]
4_1_cts: 623 / 410 / 526 / 34.9 / 2700
6_report: 742 / 410 / 521 / 35.0 / 2700
3_3_place_gp: 492 / 406 / 506 / 34.3 / 2650
3_5_place_dp: 381 / 406 / 506 / 34.3 / 2650
2_1_floorplan: 1780 / 295 / 461 / - / 2390
5_1_grt: 121 / 410 / 545 / 35.0 / 2700
routing by layer:
layer  share of wire [%]  up-vias  GRT usage, %
met5                   0        -             0
li1                    -     1150             -
met1                  50     1044          13.3
met3                 3.7        6         0.777
met2                  46       32          15.2
met4                0.96        0          1.41
No activity file was given, so power comes from the tool's default toggle rates.
